===== flow/config.mk =====
export PLATFORM = sky130hd
export DESIGN_NAME = PE_64
export DESIGN_NICKNAME = PE_64
export VERILOG_FILES = /design/flow/design.v
export SDC_FILE = /design/flow/constraint.sdc
export NUM_CORES = 4
export LEC_CHECK = 1
export CORE_UTILIZATION = 50

===== flow/constraint.sdc =====
current_design PE_64

set clk_period 21.6
set clk_io_pct 0.2

create_clock -name clk0 -period $clk_period [get_ports {clock}]

set non_clock_inputs [all_inputs -no_clocks]
set_input_delay [expr $clk_period * $clk_io_pct] -clock clk0 $non_clock_inputs
set_output_delay [expr $clk_period * $clk_io_pct] -clock clk0 [all_outputs]

===== flow/design.v =====
module MacUnit(
  input  [31:0] io_in_a,
                io_in_b,
                io_in_c,
  output [31:0] io_out_d
);
  assign io_out_d = io_in_a * io_in_b + io_in_c;	 
endmodule
module PE_64(
  input         clock,
  input  [31:0] io_in_a,
                io_in_b,
                io_in_d,
  input         io_in_control_dataflow,
                io_in_control_propagate,
  input  [4:0]  io_in_control_shift,
  input  [2:0]  io_in_id,
  input         io_in_last,
                io_in_valid,
  output [31:0] io_out_a,
                io_out_b,
                io_out_c,
  output        io_out_control_dataflow,
                io_out_control_propagate,
  output [4:0]  io_out_control_shift,
  output [2:0]  io_out_id,
  output        io_out_last,
                io_out_valid
);
  wire [31:0] _mac_unit_io_out_d;	 
  reg  [31:0] c1;	 
  reg  [31:0] c2;	 
  reg         last_s;	 
  wire [4:0]  shift_offset = last_s != io_in_control_propagate ? io_in_control_shift : 5'h0;	 
  wire [31:0] _GEN = {27'h0, shift_offset - 5'h1};	 
  wire [31:0] _io_out_c_point_five_T_3 = $signed($signed(c1) >>> _GEN);	 
  wire [31:0] _GEN_0 = {27'h0, shift_offset};	 
  wire [31:0] _io_out_c_T = $signed($signed(c1) >>> _GEN_0);	 
  wire [31:0] _GEN_1 = {27'h0, shift_offset - 5'h1};	 
  wire [31:0] _io_out_c_point_five_T_8 = $signed($signed(c2) >>> _GEN_1);	 
  wire [31:0] _io_out_c_T_11 = $signed($signed(c2) >>> _GEN_0);	 
  always @(posedge clock) begin
    if (io_in_valid) begin
      if (io_in_control_propagate) begin
        c1 <= io_in_d;	 
        c2 <= _mac_unit_io_out_d;	 
      end
      else begin
        c1 <= _mac_unit_io_out_d;	 
        c2 <= io_in_d;	 
      end
      last_s <= io_in_control_propagate;	 
    end
  end  
  MacUnit mac_unit (	 
    .io_in_a  (io_in_a),
    .io_in_b  (io_in_b),
    .io_in_c  (io_in_control_propagate ? c2 : c1),	 
    .io_out_d (_mac_unit_io_out_d)
  );
  assign io_out_a = io_in_a;
  assign io_out_b = io_in_b;
  assign io_out_c = io_in_control_propagate ? _io_out_c_T + {31'h0, (|shift_offset) & _io_out_c_point_five_T_3[0] & ((|(shift_offset < 5'h2 ? 32'h0 : c1 & (32'h1 << _GEN) - 32'h1)) | _io_out_c_T[0])} : _io_out_c_T_11 + {31'h0, (|shift_offset) & _io_out_c_point_five_T_8[0] & ((|(shift_offset < 5'h2 ? 32'h0 : c2 & (32'h1 << _GEN_1) - 32'h1)) | _io_out_c_T_11[0])};	 
  assign io_out_control_dataflow = io_in_control_dataflow;
  assign io_out_control_propagate = io_in_control_propagate;
  assign io_out_control_shift = io_in_control_shift;
  assign io_out_id = io_in_id;
  assign io_out_last = io_in_last;
  assign io_out_valid = io_in_valid;
endmodule

===== flow/run.sh =====
#!/bin/bash
# OpenROAD 26Q1-2900-gdf79404cd8, Yosys 0.63+post, stock flow scripts
make -C /OpenROAD-flow-scripts/flow DESIGN_CONFIG=/design/flow/config.mk WORK_HOME=/design/flow/orfs finish

==> tab_implementation.tex <==
% Yosys + OpenROAD metrics
\begin{tabular}{lr}
\hline
Metric & Value \\
\hline
\multicolumn{2}{l}{\textbf{Final timing}} \\
Unrepaired setup endpoints after global routing & false \\
Actual slew at the worst max-slew pin & 0.900 ns \\
Post-layout period usage & around three quarters \\
Worst slew slack as a fraction of its limit & between 30\% and 40\% \\
Highest Clock Rate & 0.0627 GHz \\
Setup Skew & between 0.01 and 0.015 ns \\
Worst Slack Setup Final & about 5.6 ns \\
Total count of hold-check failures in the final report & 0 \\
Setup Total Neg Slack & 0 ns \\
Post-layout minimum cycle time & between 15 and 20 ns \\
Fin. max-slew vios & 0 \\
Number of setup violations in the final report & 0 \\
\multicolumn{2}{l}{\textbf{Synthesis}} \\
Syn Inst Count & around 3000 \\
Avg Inst Size Synth & 8.61 um\^{}2 \\
Area share, top type & 33.7\% \\
Register share after synthesis & under 10\% \\
Count of flip-flops with a built-in enable after synthesis & 65 \\
Cell area leaders & fa\_1, inv\_1, edfxtp\_1, and2\_1, ha\_1 \\
Share of flip-flops with an asynchronous set or reset & 0\% \\
Top flip-flop cell by instance count after synthesis & edfxtp\_1 \\
Count of instantiated cells in the yosys netlist & around 3000 \\
Flops out of synthesis & about 65 \\
Yosys synthesis chip area & $\sim$26000 um\^{}2 \\
Netlist cell types & between 90 and 100 \\
Syn Std Cell Area & 26000 um\^{}2 \\
Count of warnings emitted by yosys & 1 \\
Cell type contributing the most total cell area after synthesis & fa\_1 \\
\multicolumn{2}{l}{\textbf{Drt}} \\
Number of detailed-route iterations in the first pass & 6 \\
Post-detailed-route wirelength per cell & between 20 and 25 um \\
Final wirelength & between 80000 and 90000 um \\
DRC violations left & 0 \\
Number of nets with antenna violations after routing & 0 \\
Post-detailed-route via-to-cell ratio & roughly 5.7 \\
Overall via count from detail\_route & between 20000 and 25000 \\
Count of antenna diodes in the layout & 0 \\
Initial DRC count & approximately 1300 \\
\multicolumn{2}{l}{\textbf{Place}} \\
IO Port Bufs & 206 \\
Worst slack at placement & roughly 5.8 ns \\
Final estimated routing congestion in global placement & 1.01 \\
Post-DP Area & around 28000 um\^{}2 \\
HPWL after detailed placement & around 67000 um \\
\multicolumn{2}{l}{\textbf{Clocking}} \\
Setup Buffers After CTS & 0 \\
Gates resized, CTS repair & 0 \\
Buffer type at the clock tree root & clkbuf\_16 \\
Clock-pin slew reported for the worst setup and hold paths after clock tree synthesis & roughly 0.060 ns \\
CTS tree & built \\
Hold buffers post-CTS & 0 \\
Maximum clock path buffer count & 2 \\
Clk sink count & 65 \\
Clk Latency, worst-skew pair & around 0.37 ns \\
H-Tree Depth & 3 \\
Number of buffers created by CTS & 9 \\
\multicolumn{2}{l}{\textbf{Worst setup path}} \\
Critical path data arrival time & between 10 and 15 ns \\
Largest fanout of any net on the critical path & around 54 \\
Peak per-stage delay on the critical path & around 0.78 ns \\
Required time of the critical path & approximately 17 ns \\
Startpoint class of the critical path & input pin \\
Worst path cell trace & clkdlybuf4s50\_1 -> buf\_4 -> nand2\_4 -> clkinv\_4 -> ha\_1 -> nor2\_1 -> a211oi\_1 -> a21oi\_1 -> nand2\_2 -> nor3\_2 -> mux2\_4 -> a32oi\_1 -> nand4\_1 -> a2111oi\_0 -> nand4\_1 -> a311o\_1 -> ha\_1 -> ha\_1 -> nand4\_1 -> nor3\_2 -> and3\_1 -> nand2\_1 -> xnor2\_1 -> clkdlybuf4s50\_1 \\
Setup Crit Path Kind & in2out \\
Cell at the slowest stage of the critical path & ha\_1 \\
Type of destination of the critical path & output port \\
\multicolumn{2}{l}{\textbf{Global route}} \\
Maximum number of pins on one net before global-route repair & between 60 and 70 \\
Antenna violations before repair & 0 \\
Global-route wire length before repair & between 100000 and 150000 um \\
Tot GR Track Use & $\sim$35\% \\
Number of global-route vias before repair & 22105 \\
Overflow left after global routing & 0 \\
\multicolumn{2}{l}{\textbf{Floorplan}} \\
Floorplan Core Area & between 50000 and 60000 um\^{}2 \\
Core utilization before placement & roughly 50\% \\
Total die size & around 53000 um\^{}2 \\
Y dimension of the die & around 230 um \\
Die X & $\sim$230 um \\
Number of cell rows & 83 \\
IO Count & around 220 \\
\multicolumn{2}{l}{\textbf{Hold path}} \\
Worst min path class & reg2reg \\
\multicolumn{2}{l}{\textbf{Flow run}} \\
Total number of warnings across the stage logs & 26 \\
Max-cap check violation count & 0 \\
\multicolumn{2}{l}{\textbf{Layout}} \\
Fraction of final layout cells sized beyond drive strength 1 & under 10\% \\
Final Core Density & a little under three fifths \\
Syn-to-layout area delta & 8.77\% \\
Non-Filler Cell Area, Final & 28300 um\^{}2 \\
\multicolumn{2}{l}{\textbf{Outcome}} \\
Status & finished, final reports clean \\
\hline
\end{tabular}
-- path summary, 6_finish.rpt --
| check | start | slack (ns) | depth (start not counted) | endpoint |
|---|---|---|---|---|
| setup / recovery | io_in_control_shift[0] | 5.64 | 24 | io_out_c[26] |
| hold / removal | c1[0] | 1.07 | 3 | c1[0] |
| setup reg to reg | c1[12] | 13.46 | 25 | c2[31] |
| hold reg to reg | c1[0] | 1.07 | 3 | c1[0] |
-- metal layers --
| metal | up-vias | wire [um] | GRT usage (%) |
|---|---|---|---|
| li1 | 9626 | - | - |
| met1 | 10495 | 34900 | 51.6 |
| met2 | 1006 | 37800 | 51.5 |
| met3 | 151 | 8880 | 13.7 |
| met4 | 2 | 3030 | 9.83 |
| met5 | - | 116 | 1.56 |
-- synth_stat cells (6+ instances only) --
| library cell | n |
|---|---|
| nand3_1 | 68 |
| ha_1 | 129 |
| and3_1 | 12 |
| mux4_2 | 21 |
| nor2b_1 | 21 |
| nor4_1 | 7 |
| and2_1 | 260 |
| a22o_1 | 6 |
| buf_1 | 7 |
| o21a_1 | 10 |
| clkbuf_1 | 118 |
| o211ai_1 | 21 |
| buf_6 | 13 |
| a21oi_1 | 66 |
| mux2_2 | 26 |
| inv_1 | 525 |
| buf_4 | 81 |
| a32oi_1 | 18 |
| or3_1 | 9 |
| a31oi_1 | 7 |
| nand3b_1 | 7 |
| a21o_1 | 18 |
| a22oi_1 | 7 |
| a32o_1 | 9 |
| nor2_1 | 66 |
| o221ai_1 | 7 |
| fa_1 | 438 |
| nand4_1 | 23 |
| o32a_1 | 10 |
| nor4_2 | 6 |
| o21ai_0 | 85 |
| xor2_1 | 40 |
| edfxtp_1 | 65 |
| a211oi_1 | 22 |
| mux2i_1 | 75 |
| nand2_1 | 425 |
| nor3_1 | 23 |
| nand2b_1 | 22 |
| o22ai_1 | 17 |
| o31ai_1 | 6 |
| buf_2 | 27 |
| xnor2_1 | 86 |
-- per-stage QoR --
stage                     hold slack [ns]  cells
after floorplan                     0.862   3021
after global placement               1.05   3718
after detailed placement             1.06   3718
after CTS                            1.08   3734
after global routing                 1.08   3734
final                                1.07   3734
-- layout make-up --
cell class,count,area (um^2)
fillers,4639,23100
multi-input cells,2183,20700
repair buffers,263,2490
inverters,527,1980
flip-flops and latches,65,1950
well taps,680,851
clock buffers,9,225
clock inverters,7,78.8
-- state kept, by name, summed over array words and instances, names as in the netlist --
register,count
c2,32
c1,32
last_s,1
-- placed cells by master (no fill, tap or decap), drive strengths merged, types with 26 or more instances in the layout --
| master | instances |
|---|---|
| fa | 438 |
| nor2 | 67 |
| nor3 | 26 |
| o21ai | 90 |
| ha | 129 |
| inv | 527 |
| clkdlybuf4s50 | 204 |
| buf | 59 |
| xor2 | 41 |
| nand3 | 72 |
| edfxtp | 65 |
| mux2 | 28 |
| and2 | 261 |
| mux2i | 76 |
| a21oi | 66 |
| xnor2 | 87 |
| nand2 | 429 |
-- kinds of logic (layout without fill, tap and decap cells) --
group | Yosys count | in the layout | synth area share (%)
AOI/OAI and AO/OA | 378 | 378 | 10.2
xor gates and xnor gates | 128 | 128 | 4.41
adders and majority gates | 567 | 567 | 39.9
buffers and inverters | 773 | 806 | 12.8
DFF | 65 | 65 | 7.50
muxes | 125 | 125 | 6.00
and+or+nand+nor | 985 | 985 | 19.1
-- critical path: cells and delay by family --
family,cells,cell delay (ns)
AOI/OAI and AO/OA,5,1.98
buffers and inverters,4,1.79
and+or+nand+nor,10,1.77
adders and majority gates,3,1.28
muxes,1,0.32
xor gates and xnor gates,1,0.12
