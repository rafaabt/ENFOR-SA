`./design.v`:
```
module PE(
  input         clock,
  input  [31:0] io_inR,
                io_inD,
  input         io_dir,
                io_en,
  output [31:0] io_outL,
                io_outU
);
  reg [31:0] reg_0;	 
  always @(posedge clock) begin
    if (io_en) begin
      if (io_dir)
        reg_0 <= io_inD;	 
      else
        reg_0 <= io_inR;	 
    end
  end  
  assign io_outL = reg_0;	 
  assign io_outU = reg_0;	 
endmodule
```
`./config.mk`:
```
export PLATFORM = sky130hd
export DESIGN_NAME = PE
export DESIGN_NICKNAME = PE
export VERILOG_FILES = /design/flow/design.v
export SDC_FILE = /design/flow/constraint.sdc
export NUM_CORES = 4
export LEC_CHECK = 1
export CORE_AREA = 10 10 110 110
export DIE_AREA = 0 0 120 120
```
`./run.sh`:
```
#!/bin/bash
# OpenROAD 26Q1-2900-gdf79404cd8, Yosys 0.63+post, stock flow scripts
make -C /OpenROAD-flow-scripts/flow DESIGN_CONFIG=/design/flow/config.mk WORK_HOME=/design/flow/orfs finish
```
`./constraint.sdc`:
```
current_design PE

set clk_period 1.0
set clk_io_pct 0.2

create_clock -name clk0 -period $clk_period [get_ports {clock}]

set non_clock_inputs [all_inputs -no_clocks]
set_input_delay [expr $clk_period * $clk_io_pct] -clock clk0 $non_clock_inputs
set_output_delay [expr $clk_period * $clk_io_pct] -clock clk0 [all_outputs]
```
==> notes.md <==
Results of the flow run.

The flow ran to the end, but the final reports show violations. The final reports fail on setup timing. Entering global routing, the biggest net connects 18 pins. The complex-gate fraction of the synthesized area stands at 0%. The count of buffers from port buffering stands at 130. The global route total overflow stands at 0. For this run, the final setup violation count is recorded as 6. In this design, the largest share of critical-path delay is due to flip-flops. The tightest hold margin stands at between 0.3 and 0.4 ns. The worst setup path is of the reg2out kind. The overall die size recorded for this design is 14,400 µm². The xor-xnor portion of the synthesized cell area stands at 0%. The region available for standard cell placement spans 9774 µm². The largest registers in the layout are reg_0: 32 flops. The wire length of the first global-routing pass stands at approximately 7.6 mm. The final timing report derives a shortest allowable period of 1.073 ns. Summing over every cut layer, the via total after detailed routing is 1,128. The placement-stage cell area stands at about 3000 µm².

The max-slew check reports its worst relative slack as between 80 and 90%. In this run the horizontal extent of the chip is ~120 µm. Static timing analysis puts the maximum clock frequency at 932.0 MHz. Per the synthesis report, the adder-cell share of the synthesized area is 0%. The highest supply drop recorded on VDD is roughly 0.38 mV.

The clock transition time at the flip-flop clock pins of the worst setup and hold paths stands at 0.07 ns. The number of antenna violations at the first check in global routing came to 0. The sequential share of the synthesized area stands at 55.05%. The aggregate routed wire length stands at a little over 5 mm. The number of buffers inserted for hold repair after clock tree synthesis stands at 0. The post-cts repair resize count stands at 192. The register with the most flip-flops in the layout has 32 of them. The count of fill cells added during filler insertion stands at between 1k and 1.5k. The post-synth area from yosys stat stands at 1745 µm².

The number of I/O pins stands at 131. STA classifies the critical path startpoint as a flop. The final non-filler cell area stands at 2728 µm².

The number of global-route vias before repair came to 1,312. Data on the critical path arrives at its endpoint at 0.87 ns. For this run, the script counts the antenna cells in the layout as 0. The largest register by flop count is reg_0. The routed length per placed instance stands at 14.94 µm.

The slowest stage of the critical path is the sky130_fd_sc_hd__edfxtp_1 cell. The number of buffers between clock root and the deepest sink stands at 2. Warnings raised by the tools during the run amount to 27. The STA report counts the stages on the worst setup path as 1. TritonCTS built the clock tree. In this run, distinct cell masters in the synthesized netlist total 6. The max capacitance violation total stands at 0. The number of placement rows stands at 36. The worst setup path is captured at an output pin.

The number of pins exceeding their max-slew limit in the final report stands at 0. For this design the ratio of total power to cell area is 1208 nW/µm². Clock tree synthesis inserted a total of 5 buffers.

The measured slew at the worst slew-check pin stands at 0.1513 ns. The cell sitting at the root of the clock tree is a sky130_fd_sc_hd__clkbuf_8. The overall global routing resource usage stands at 6.673%. The largest single stage delay on the critical path is 0.44 ns. The tally of nets with antenna violations remaining after routing stands at 0. The share of the core area taken by cells at floorplan is 17.86%.

The number of warnings issued by yosys stands at 1. The number of non-filler instances in the completed layout stands at 338. The script extracted a total leakage power of approximately 1.2 nW. The netlist area before placement stands at 1745 µm². The total of flip-flops plus latches after synthesis stands at 32. After technology mapping, the gate count stands at roughly 100. The first detailed-routing pass ran for 3 iterations.

The type recorded for the worst min-delay path is in2reg. The H-tree level count stands at 2. The average vias per placed instance stands at around 3.3. In the synthesized netlist, the dominant kind of combinational cell is multiplexers.

In the routed design, unresolved DRC markers number 0. In the post-synthesis netlist, the biggest area contributors are sky130_fd_sc_hd__edfxtp_1 55%, sky130_fd_sc_hd__mux2_4 26%, sky130_fd_sc_hd__buf_4 14%. Of the cells placed in the final design, the portion with a size suffix greater than 1 is between 50% and 60%. Per STA, the worst path is made up of buf_2. After clock tree synthesis, the setup repair step added 0 buffers. Setup repair after global routing could not meet its margin everywhere.

The cell count of the worst hold path stands at 2. The largest driver fanout on the critical path stands at 2. The fraction of post-synthesis cell area in the top cell type by area stands at between 50 and 60%. The cell count after placement stands at 331. The share of synthesized cell area in and, or, nand and nor gates stands at 0%. After layout, the worst setup slack is -0.07300 ns. The global placement routability congestion stands at 0.7235. CTS saw 32 sinks.

Per the synthesis report, the dominant area consumer among library cells is sky130_fd_sc_hd__edfxtp_1. Endpoints failing hold in the final report were tallied at 0. The share of the core filled with cells in the final layout stands at 27.91%. The cell count listed in synth_stat.txt stands at 100. The signed area change from the synthesized netlist to the final layout stands at 56.27%. The per-instance average area after synthesis stands at about 17 µm².

The vertical die dimension reported for this design is 120 µm. The multiplexer fraction of the synthesized cell area stands at 27.10%. The period utilization stands at 107.3%. The worst path required time stands at about 0.80 ns. The setup TNS stands at -0.2000 ns. The number of buffer and inverter instances along the worst setup path stands at 1. The violation tally recorded at the end of detailed-routing iteration 0 is 43.
## synth_stat cells
cell,number
sky130_fd_sc_hd__mux2_2,2
sky130_fd_sc_hd__edfxtp_1,32
sky130_fd_sc_hd__buf_6,1
sky130_fd_sc_hd__buf_4,32
sky130_fd_sc_hd__buf_12,3
sky130_fd_sc_hd__mux2_4,30
## stage by stage
step | setup WS, ns | total power [mW]
6_report | -0.07300 | 3.296
5_1_grt | -0.1167 | 3.522
4_1_cts | -0.08876 | 3.407
3_5_place_dp | -0.1420 | 2.671
3_3_place_gp | -0.1364 | 2.665
2_1_floorplan | 0.002561 | 2.026
## final timing paths
kind / slack [ns] / from / endpoint
worst max-delay path: -0.07 / reg_0[14] / io_outU[14]
worst min-delay path: 0.35 / io_en / reg_0[23]
## placed cells by master (no fill, tap or decap)
master and count:
sky130_fd_sc_hd__clkinv_1 2, sky130_fd_sc_hd__edfxtp_1 32, sky130_fd_sc_hd__buf_2 66, sky130_fd_sc_hd__clkdlybuf4s50_1 64, sky130_fd_sc_hd__clkbuf_8 5, sky130_fd_sc_hd__mux2_2 2
sky130_fd_sc_hd__mux2_4 30, sky130_fd_sc_hd__buf_12 4
## layer usage
layer	wire length, µm	global-route usage [%]	vias up
met4	68	0.9804	0
met3	534	2.856	4
met2	2544	11.45	70
met5	0	0	-
li1	-	-	538
met1	1903	7.777	516
## cell families (layout without fill, tap and decap cells)
kind of cell  Yosys count  in the layout
buf+inv                36            141
mux                    32             32
flops                  32             32
## final cells by class
cell class	instances	area, µm²	share of cell area [%]
Timing Repair Buffer	134	1051	38.53
Sequential cell	32	960.9	35.23
Multi-Input combinational cell	32	473.0	17.34
Tap cell	133	166.4	6.101
Clock buffer	5	68.82	2.523
Clock inverter	2	7.507	0.2752
## report_power, final
| group | internal, mW | switching (mW) |
|---|---|---|
| registers | 1.62 | 0.0561 |
| clock network | 0.459 | 0.452 |
| logic | 0.538 | 0.166 |
| total | 2.62 | 0.674 |
No activity file was given, so power comes from the tool's default toggle rates.
