### /design/flow/constraint.sdc
current_design PE_4096

set clk_period 17.3
set clk_io_pct 0.2

create_clock -name clk0 -period $clk_period [get_ports {clock}]

set non_clock_inputs [all_inputs -no_clocks]
set_input_delay [expr $clk_period * $clk_io_pct] -clock clk0 $non_clock_inputs
set_output_delay [expr $clk_period * $clk_io_pct] -clock clk0 [all_outputs]
### /design/flow/run.sh
#!/bin/bash
# OpenROAD 26Q1-2900-gdf79404cd8, Yosys 0.63+post, stock flow scripts
make -C /OpenROAD-flow-scripts/flow DESIGN_CONFIG=/design/flow/config.mk WORK_HOME=/design/flow/orfs finish
### /design/flow/config.mk
export PLATFORM = sky130hd
export DESIGN_NAME = PE_4096
export DESIGN_NICKNAME = PE_4096
export VERILOG_FILES = /design/flow/design.v
export SDC_FILE = /design/flow/constraint.sdc
export NUM_CORES = 4
export LEC_CHECK = 1
export CORE_UTILIZATION = 40
### /design/flow/design.v
module MacUnit(
  input  [31:0] io_in_a,
                io_in_b,
                io_in_c,
  output [31:0] io_out_d
);
  assign io_out_d = io_in_a * io_in_b + io_in_c;	 
endmodule
module PE_4096(	 
  input         clock,	 
  input  [31:0] io_in_a,	 
  input  [31:0] io_in_b,	 
  input  [31:0] io_in_d,	 
  output [31:0] io_out_a,	 
  output [31:0] io_out_b,	 
  output [31:0] io_out_c,	 
  input         io_in_control_dataflow,	 
  input         io_in_control_propagate,	 
  input  [4:0]  io_in_control_shift,	 
  output        io_out_control_dataflow,	 
  output        io_out_control_propagate,	 
  output [4:0]  io_out_control_shift,	 
  input  [2:0]  io_in_id,	 
  output [2:0]  io_out_id,	 
  input         io_in_last,	 
  output        io_out_last,	 
  input         io_in_valid,	 
  output        io_out_valid	 
);
  wire [31:0] _mac_unit_io_out_d;	 
  reg  [31:0] c1;	 
  reg  [31:0] c2;	 
  reg         last_s;	 
  wire [4:0]  shift_offset = last_s == io_in_control_propagate ? 5'h0 : io_in_control_shift;	 
  wire [31:0] _GEN = {27'h0, shift_offset - 5'h1};	 
  wire [31:0] _io_out_c_point_five_T_3 = $signed($signed(c1) >>> _GEN);	 
  wire [31:0] _GEN_0 = {27'h0, shift_offset};	 
  wire [31:0] _io_out_c_T = $signed($signed(c1) >>> _GEN_0);	 
  wire [31:0] _GEN_1 = {27'h0, shift_offset - 5'h1};	 
  wire [31:0] _io_out_c_point_five_T_8 = $signed($signed(c2) >>> _GEN_1);	 
  wire [31:0] _io_out_c_T_11 = $signed($signed(c2) >>> _GEN_0);	 
  always @(posedge clock) begin	 
    if (io_in_valid) begin	 
      c1 <= io_in_control_propagate ? io_in_d : _mac_unit_io_out_d;	 
      c2 <= io_in_control_propagate ? _mac_unit_io_out_d : io_in_d;	 
      last_s <= io_in_control_propagate;	 
    end
  end  
  MacUnit mac_unit (	 
    .io_in_a  (io_in_a),
    .io_in_b  (io_in_b),
    .io_in_c  (io_in_control_propagate ? c2 : c1),	 
    .io_out_d (_mac_unit_io_out_d)
  );	 
  assign io_out_a = io_in_a;	 
  assign io_out_b = io_in_b;	 
  assign io_out_c = io_in_control_propagate ? _io_out_c_T + {31'h0, (|shift_offset) & _io_out_c_point_five_T_3[0] & ((|(shift_offset < 5'h2 ? 32'h0 : c1 & (32'h1 << _GEN) - 32'h1)) | _io_out_c_T[0])} : _io_out_c_T_11 + {31'h0, (|shift_offset) & _io_out_c_point_five_T_8[0] & ((|(shift_offset < 5'h2 ? 32'h0 : c2 & (32'h1 << _GEN_1) - 32'h1)) | _io_out_c_T_11[0])};	 
  assign io_out_control_dataflow = io_in_control_dataflow;	 
  assign io_out_control_propagate = io_in_control_propagate;	 
  assign io_out_control_shift = io_in_control_shift;	 
  assign io_out_id = io_in_id;	 
  assign io_out_last = io_in_last;	 
  assign io_out_valid = io_in_valid;	 
endmodule
==> run notes <==
run results: status=finished clean, first-pass GRT wire length=138000 um, Hold Startpoint=c1[0]$_DFFE_PP_, RD Place Congestion=0.979, largest net degree at the start of global routing=around 55, Syn. warnings=1, critical path cell sequence=clkdlybuf4s50_1 -> buf_4 -> nand2_4 -> ha_1 -> inv_1 -> nand2_1 -> a211oi_1 -> o21ai_1 -> nor3_1 -> mux2i_1 -> o21ai_0 -> a2111oi_1 -> a31oi_1 -> a311o_1 -> ha_1 -> ha_1 -> nand4_1 -> nor3_2 -> and3_1 -> o221ai_1 -> clkdlybuf4s50_1, Synth Cell Area=~26000 sq um, total clock sinks=65, CTS Buffer Depth=2, fill cell count=6060, Antenna Nets Post-Route=0, mux share=6.89%, MI comb area=20800 sq um, FF+latch area=1950 sq um, Area after DPL=28300 sq um, Die X=257 um, routed len/inst=about 23 um, Max Cap Violations=0, Final Max-Slew Violation Tally=0, R2R setup slack=roughly 9100 ps, most common cell in the synthesized netlist=inv_1, Row Count=93, top cells, area=fa_1, edfxtp_1, inv_1, tool warning count=26, layout cell share with drive strength beyond 1=a little under 7%, post-synthesis sequential area ratio=7.49%, hpwl dp=slightly above 70000 um, clock skew=7.53 ps, Post-Layout Inst Area=28600 sq um, synth unique cells=98, CTS hold repair buffers=0, CTS resizes=0, Crit path max-delay family=AND-OR/OR-AND gates, main logic family after synthesis=adder cells, Max Freq=72.1 MHz, Setup Viol. Count Final=0, WS Path Type=input pin to output port, Yosys Chip Area=26000 sq um, RSZ-0062 raised after global routing=false, fin crit share=80.2%, # H-tree levels=3, Remaining Overflow, GRT=0, Core Region=64300 sq um, clock root buffer=clkbuf_16, Ports=217, CP max stage delay=600 ps, WP buf/inv=4, DRC violations left=0, arrival time worst endpoint=approximately 10000 ps, dominant register cell=edfxtp_1, Total GRT Usage=a little under 30%, final cell count without fillers=3884, Synth area leader=fa_1, area grow syn2layout=9.91%, mean area per synthesized cell=around 8.7 sq um, ranking of synthesized cells by instance count=inv_1, fa_1, nand2_1, and2_1, ha_1, IO buf count=206, Placed Cells incl. Taps=3867, AO/OA Area Share=9.91%, CP dominant cell by count=ha_1, Hold Violations, Final=0, Setup TNS Final=0 ps, number of enable flip-flop cells=around 65, Flops after synth=65, Simple Share, Synth=18.8%, antenna violations before repair=2, Post-Synthesis Cells=2983, top fanout value on the critical path=32, final wirelength=89300 um, ys cells=a little under 3000, CP max-delay cell=a211oi_1, vias per cell=around 5.4, chip height=257 um, XOR/XNOR Area Share=4.48%, Startpoint Class=input pin, worst min path class=flop to flop, Least-Margin Pin Slew=919 ps, total CTS buffers=9, clk latency of the worst-skew pair=350 ps, CTS clk-pin slew, worst paths=60 ps, crit path time final=between 10000 and 15000 ps, vias in the first global route=22127, CP endpoint kind=output port, CTS tree=done, reg-to-reg endpoint=c1[30]$_DFFE_PP_, Dominant cell area share=33.7%, setup bufs post-CTS=0, drt initial violations=1151, drt pass-1 iters=5, Adder-Cell Fraction of Synth Area=39.9%, die area=roughly 66000 sq um, ys async rst share=0%, r2r worst-path depth=26, Worst Hold Path EP=c1[0]$_DFFE_PP_, Core Util, Final=44.5%, vias=~21000, Worst slew margin=38.5%, crit path DRT=13840 ps, worst hold stages=3, Init Core Util=40.5%, Crit Reg-Reg Startpoint=c2[19]$_DFFE_PP_
stage by stage:
stage	hold slack, ps	worst slack (ps)
after floorplan	862	5500
after global placement	1010	3540
after detailed placement	1010	3570
after CTS	1030	3540
after global routing	1070	3140
final	1040	3420
worst register-to-register path, stage by stage (launching register included):
cell and delay (ps):
edfxtp_1 600, mux2i_1 350, fa_1 470, fa_1 550, inv_1 60, fa_1 490, inv_1 70, fa_1 520
inv_1 50, fa_1 480, fa_1 500, fa_1 500, inv_1 60, fa_1 470, inv_1 40, ha_1 350
a21o_1 200, a21o_1 180, a21o_1 190, a21oi_1 200, o211ai_1 100, o21bai_1 460, o21ai_0 260, a21o_1 220
a21oi_1 180, xnor2_1 130, mux2_2 270
cell families (layout without fill, tap and decap cells):
family | after synthesis | in the layout
AND/OR/NAND/NOR | 966 | 966
buffers and inverters | 752 | 797
adder cells (fa/ha/maj) | 567 | 567
AND-OR/OR-AND | 361 | 361
multiplexers | 143 | 143
XOR/XNOR | 129 | 129
flip-flops | 65 | 65
other | 0 | 1
flip-flops by register name (all words and copies together) (netlist names):
name    count
c1         32
c2         32
last_s      1
layout make-up:
cell class,count,share of cell area (%)
diodes,1,0.00874
clock buffers,9,0.787
clock inverters,7,0.293
inverters,508,6.67
multi-input cells,2166,72.7
flip-flops and latches,65,6.82
well taps,855,3.74
repair buffers,273,8.95
per-layer routing:
layer	vias up	track usage, %	share of wire [%]	routed length (um)
li1	9577	-	-	-
met1	10322	41.6	42	37800
met2	899	45.0	46	41100
met3	135	8.77	8.3	7400
met4	4	7.61	3.3	2970
met5	-	0.804	0.099	88
cells in the final DEF, fill, tap and decap left out, types with 6 or more instances in the layout:
master / count
nor2b_1: 21
inv_1: 506
buf_4: 67
nand3_1: 67
a22o_1: 6
o21a_1: 10
xor2_1: 37
nand3b_1: 7
mux2_2: 62
o221ai_1: 7
nand2b_1: 20
o211ai_1: 21
and3_1: 11
clkdlybuf4s50_1: 204
a21oi_1: 68
nor4_1: 9
mux4_2: 21
o32a_1: 10
edfxtp_1: 65
a211oi_1: 22
mux2i_1: 56
a31oi_1: 8
o21ai_0: 65
nand2_1: 405
ha_1: 129
o22ai_1: 17
or3_1: 9
a22oi_1: 7
o31ai_1: 6
nor3_1: 24
a32oi_1: 18
a32o_1: 9
fa_1: 438
nor2_1: 70
a21o_1: 18
nand4_1: 24
xnor2_1: 90
and2_1: 260
clkbuf_16: 9
how the worst max path moves through the flow:
| stage | start | to | slack [ps] | cells past startpoint |
|---|---|---|---|---|
| 4_1_cts | io_in_control_shift[0] | io_out_c[28] | 3540 | 21 |
| 5_1_grt | io_in_control_shift[0] | io_out_c[28] | 3140 | 21 |
| 6_report | io_in_control_shift[0] | io_out_c[28] | 3420 | 21 |
