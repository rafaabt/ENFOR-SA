## ./run.sh

```bash
#!/bin/bash
# OpenROAD 26Q1-2900-gdf79404cd8, Yosys 0.63+post, stock flow scripts
make -C /OpenROAD-flow-scripts/flow DESIGN_CONFIG=/design/flow/config.mk WORK_HOME=/design/flow/orfs finish
```

## ./config.mk

```make
export PLATFORM = sky130hd
export DESIGN_NAME = PE_16
export DESIGN_NICKNAME = PE_16
export VERILOG_FILES = /design/flow/design.v
export SDC_FILE = /design/flow/constraint.sdc
export NUM_CORES = 4
export LEC_CHECK = 1
export CORE_UTILIZATION = 40
```

## ./constraint.sdc

```tcl
current_design PE_16

set clk_period 17.3
set clk_io_pct 0.2

create_clock -name clk0 -period $clk_period [get_ports {clock}]

set non_clock_inputs [all_inputs -no_clocks]
set_input_delay [expr $clk_period * $clk_io_pct] -clock clk0 $non_clock_inputs
set_output_delay [expr $clk_period * $clk_io_pct] -clock clk0 [all_outputs]
```

## ./design.v

```verilog
module MacUnit(
  input  [31:0] io_in_a,
                io_in_b,
                io_in_c,
  output [31:0] io_out_d
);
  assign io_out_d = io_in_a * io_in_b + io_in_c;	 
endmodule
module PE_16(
  input         clock,
  input  [31:0] io_in_a,
                io_in_b,
                io_in_d,
  input         io_in_control_dataflow,
                io_in_control_propagate,
  input  [4:0]  io_in_control_shift,
  input  [2:0]  io_in_id,
  input         io_in_last,
                io_in_valid,
  output [31:0] io_out_a,
                io_out_b,
                io_out_c,
  output        io_out_control_dataflow,
                io_out_control_propagate,
  output [4:0]  io_out_control_shift,
  output [2:0]  io_out_id,
  output        io_out_last,
                io_out_valid
);
  wire [31:0] _mac_unit_io_out_d;	 
  reg  [31:0] c1;	 
  reg  [31:0] c2;	 
  reg         last_s;	 
  wire [4:0]  shift_offset = last_s != io_in_control_propagate ? io_in_control_shift : 5'h0;	 
  wire [31:0] _GEN = {27'h0, shift_offset - 5'h1};	 
  wire [31:0] _io_out_c_point_five_T_3 = $signed($signed(c1) >>> _GEN);	 
  wire [31:0] _GEN_0 = {27'h0, shift_offset};	 
  wire [31:0] _io_out_c_T = $signed($signed(c1) >>> _GEN_0);	 
  wire [31:0] _GEN_1 = {27'h0, shift_offset - 5'h1};	 
  wire [31:0] _io_out_c_point_five_T_8 = $signed($signed(c2) >>> _GEN_1);	 
  wire [31:0] _io_out_c_T_11 = $signed($signed(c2) >>> _GEN_0);	 
  always @(posedge clock) begin
    if (io_in_valid) begin
      if (io_in_control_propagate) begin
        c1 <= io_in_d;	 
        c2 <= _mac_unit_io_out_d;	 
      end
      else begin
        c1 <= _mac_unit_io_out_d;	 
        c2 <= io_in_d;	 
      end
      last_s <= io_in_control_propagate;	 
    end
  end  
  MacUnit mac_unit (	 
    .io_in_a  (io_in_a),
    .io_in_b  (io_in_b),
    .io_in_c  (io_in_control_propagate ? c2 : c1),	 
    .io_out_d (_mac_unit_io_out_d)
  );
  assign io_out_a = io_in_a;
  assign io_out_b = io_in_b;
  assign io_out_c = io_in_control_propagate ? _io_out_c_T + {31'h0, (|shift_offset) & _io_out_c_point_five_T_3[0] & ((|(shift_offset < 5'h2 ? 32'h0 : c1 & (32'h1 << _GEN) - 32'h1)) | _io_out_c_T[0])} : _io_out_c_T_11 + {31'h0, (|shift_offset) & _io_out_c_point_five_T_8[0] & ((|(shift_offset < 5'h2 ? 32'h0 : c2 & (32'h1 << _GEN_1) - 32'h1)) | _io_out_c_T_11[0])};	 
  assign io_out_control_dataflow = io_in_control_dataflow;
  assign io_out_control_propagate = io_in_control_propagate;
  assign io_out_control_shift = io_in_control_shift;
  assign io_out_id = io_in_id;
  assign io_out_last = io_in_last;
  assign io_out_valid = io_in_valid;
endmodule
```

==> impl_metrics.env <==
# flow metrics
export IMPL_outcome="complete, no violations"
export IMPL_post_route_antenna_net_violation_count=0
export IMPL_cp_start_kind="input port"
export IMPL_die_w_um=257.0
export IMPL_die_extent_in_y_um=257.0
export IMPL_post_dp_cell_area_um2=28270
export IMPL_area_growth_syn_to_layout_pct=9.820
export IMPL_timing_critical_path_buf_inv=4
export IMPL_antenna_found_initial=0
export IMPL_clkLatencyLatePin_ns=0.36
export IMPL_fin_crit_ns=14.30
export IMPL_postSynthSeqShare_pct=7.502
export IMPL_cts_tree="yes"
export IMPL_synthFlopType="sky130_fd_sc_hd__edfxtp_1"
export IMPL_fin_worst_skew_ns=0.008660
export IMPL_synth_simple_area_share_pct=19.12
export IMPL_setup_tns_ns=0
export IMPL_hold_viol_final=0
export IMPL_timing_max_slew_rel_slack_pct=38.38
export IMPL_fp_dieArea_um2=66070
export IMPL_drt_wirelength_per_cell_um=22.99
export IMPL_final_layout_size_suffix_gt1_share_pct=5.621
export IMPL_top_area_share_pct=33.70
export IMPL_topCellsByArea="sky130_fd_sc_hd__fa_1 34%, sky130_fd_sc_hd__inv_1 7.6%, sky130_fd_sc_hd__edfxtp_1 7.5%, sky130_fd_sc_hd__and2_1 6.3%, sky130_fd_sc_hd__ha_1 6.2%"
export IMPL_std_cell_rows=93
export IMPL_drt_wl_total_um=90020
export IMPL_report_final_slew_viol_count=0
export IMPL_tightestPinTransition_ns=0.9214
export IMPL_min_path_type="register to register"
export IMPL_number_of_synthesized_flops_with_an_enable_pin=65
export IMPL_gpl_final_weighted_congestion=0.9993
export IMPL_setup_viol_count_final=0
export IMPL_grt_remaining_overflow=0
export IMPL_rsz0062_at_grt="false"
export IMPL_post_dp_hpwl_um=71610
export IMPL_postSynth_asyncResetShare_pct=0
export IMPL_dr_pass1_iters=5
export IMPL_drv_cap=0
export IMPL_avgSynthCellArea_um2=8.612
export IMPL_grt_use_total_pct=29.21
export IMPL_worst_endpoint_arrival_ns=10.84
export IMPL_drt_initial_drc_count=1571
export IMPL_route_antenna_diode_count=0
export IMPL_yosys_warnings=1
export IMPL_synth_adder_area_share_pct=39.91
export IMPL_post_synth_top_area_cell="sky130_fd_sc_hd__fa_1"
export IMPL_cts_inserted_buffers=9
export IMPL_finish_instance_area_um2=28570
export IMPL_clk_buf_depth=2
export IMPL_vias_in_the_first_global_route=22710
export IMPL_remaining_drc_errors=0
export IMPL_cts_sinks=65
export IMPL_cts_repair_resize_count=0
export IMPL_initial_core_util_pct=40.43
export IMPL_clkSlewWorstSetupHoldPaths_ns=0.05
export IMPL_timing_reg2reg_setup_slack_ns=9.26
export IMPL_grt_max_degree=67
export IMPL_cts_repair_timing_setup_buffer_count=0
export IMPL_finalCritPeriodShare_pct=82.65
export IMPL_syn_instance_count=3021
export IMPL_cts_hold_repair_buffers=0
export IMPL_top_level_ports=217
export IMPL_synth_area_um2=26020
export IMPL_synth_lib_cells_used_distinct=96
export IMPL_vias=21770
export IMPL_critical_path_peak_fanout=54
export IMPL_core_area_um2=64350
export IMPL_vias_per_cell=5.561
export IMPL_crit_slowest_cell="sky130_fd_sc_hd__ha_1"
export IMPL_num_fill_cells=6086
export IMPL_timing_critical_path_to_type="output port"
export IMPL_crit_family="AND-OR/OR-AND gates"
export IMPL_ys_sh_mux_pct=5.997
export IMPL_worst_setup_path_type="input port to output port"
export IMPL_portBuffers=206
export IMPL_synth_most_common_cell="sky130_fd_sc_hd__inv_1"
export IMPL_synth_stat_cells=3021
export IMPL_cts_max_level=3
export IMPL_ys_top_cells_by_count="525 x sky130_fd_sc_hd__inv_1, 438 x sky130_fd_sc_hd__fa_1, 425 x sky130_fd_sc_hd__nand2_1"
export IMPL_achievable_frequency_mhz=69.94
export IMPL_grt_first_pass_wirelength_um=138500
export IMPL_netlist_logic_family_top="adder cells"
export IMPL_post_synth_xor_area_fraction_pct=4.410
export IMPL_ctsRootBufferMaster="sky130_fd_sc_hd__clkbuf_16"
export IMPL_cp_data_required_time_ns=13.84
export IMPL_warning_count=26
export IMPL_postSynthRegisterBits=65
export IMPL_synth_cellmix_compoundShare_pct=10.22
export IMPL_crit_path_max_incr_delay_ns=0.76
export IMPL_critical_path_cell_chain="clkdlybuf4s50_1 > buf_4 > nand2_4 > clkinv_4 > ha_1 > nor2_1 > a211oi_1 > a21oi_1 > nand2_2 > nor3_2 > mux2_4 > a32oi_1 > nand4_1 > a2111oi_0 > nand4_1 > a311o_1 > ha_1 > ha_1 > nand4_1 > nor3_2 > and3_1 > nand2_1 > xnor2_1 > clkdlybuf4s50_1"
export IMPL_ys_chip_area_um2=26020
==> state kept, by name (all words and copies together), names as in the netlist <==
name	count
c1	32
last_s	1
c2	32
==> placed cells by master (no fill, tap or decap), drive strengths merged, types with 12 or more instances in the layout <==
cell,n
xor2,41
buf,67
fa,438
a21oi,66
nor3,26
a32oi,19
nor2b,21
edfxtp,65
o211ai,21
o21ai,90
mux4,21
nand2b,22
and3,12
clkdlybuf4s50,204
a211oi,23
mux2i,76
inv,525
nand3,72
and2,261
o22ai,20
xnor2,87
mux2,28
nand2,429
nand4,24
ha,129
nor4,15
nor2,67
a21o,18
==> cell families (layout without fill, tap and decap cells) <==
| logic type | count (synthesis) | after routing |
|---|---|---|
| AND/OR/NAND/NOR | 985 | 985 |
| buffers and inverters | 773 | 812 |
| adder cells (fa/ha/maj) | 567 | 567 |
| AND-OR/OR-AND | 378 | 378 |
| XOR/XNOR | 128 | 128 |
| multiplexers | 125 | 125 |
| flip-flops | 65 | 65 |
==> final cells by class <==
class | instances | area, um2 | area share, %
clock buffer | 9 | 225.2 | 0.7882
tap | 855 | 1070 | 3.744
inverter | 527 | 1983 | 6.941
clock inverter | 5 | 72.57 | 0.2540
timing repair buffer | 271 | 2546 | 8.911
sequential | 65 | 1952 | 6.831
multi-input combinational | 2183 | 20720 | 72.53
==> per-layer routing <==
layer	vias to the layer above	track usage [%]	part of all wire (%)
met5	-	0	0
met4	0	6.597	2.8
met1	10990	41.65	40
met3	130	8.255	8.9
met2	989	45.81	48
li1	9663	-	-
==> worst paths after layout <==
kind	start	endpoint	depth (start not counted)
worst min register to register	c1[0]	c1[0]	3
worst min-delay path	c1[0]	c1[0]	3
worst max-delay path	io_in_control_shift[0]	io_out_c[26]	24
worst max register to register	c2[19]	c2[30]	26
==> per-stage QoR <==
step	worst slack, ns	hold WS [ns]	instances	utilization [%]
after CTS	3.074	1.020	3915	44.40
final	3.001	1.020	3915	44.40
after global routing	2.534	1.053	3915	44.40
after floorplan	5.558	0.8623	3021	-
after global placement	3.093	0.9928	3901	43.94
after detailed placement	3.123	0.9916	3901	43.94
==> tightest hold or removal path, stage by stage (launching register included) <==
cell	delay, ns
sky130_fd_sc_hd__edfxtp_1	0.45
sky130_fd_sc_hd__mux2_2	0.20
sky130_fd_sc_hd__ha_1	0.13
sky130_fd_sc_hd__mux2_2	0.14
