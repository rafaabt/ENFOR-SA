### ./design.v
module MacUnit(
  input  [31:0] io_in_a,
                io_in_b,
                io_in_c,
  output [31:0] io_out_d
);
  assign io_out_d = io_in_a * io_in_b + io_in_c;	 
endmodule
module PE_1024(
  input         clock,
  input  [31:0] io_in_a,
                io_in_b,
                io_in_d,
  input         io_in_control_dataflow,
                io_in_control_propagate,
  input  [4:0]  io_in_control_shift,
  input  [2:0]  io_in_id,
  input         io_in_last,
                io_in_valid,
  output [31:0] io_out_a,
                io_out_b,
                io_out_c,
  output        io_out_control_dataflow,
                io_out_control_propagate,
  output [4:0]  io_out_control_shift,
  output [2:0]  io_out_id,
  output        io_out_last,
                io_out_valid
);
  wire [31:0] _mac_unit_io_out_d;	 
  reg  [31:0] c1;	 
  reg  [31:0] c2;	 
  reg         last_s;	 
  wire [4:0]  shift_offset = last_s != io_in_control_propagate ? io_in_control_shift : 5'h0;	 
  wire [31:0] _GEN = {27'h0, shift_offset - 5'h1};	 
  wire [31:0] _io_out_c_point_five_T_3 = $signed($signed(c1) >>> _GEN);	 
  wire [31:0] _GEN_0 = {27'h0, shift_offset};	 
  wire [31:0] _io_out_c_T = $signed($signed(c1) >>> _GEN_0);	 
  wire [31:0] _GEN_1 = {27'h0, shift_offset - 5'h1};	 
  wire [31:0] _io_out_c_point_five_T_8 = $signed($signed(c2) >>> _GEN_1);	 
  wire [31:0] _io_out_c_T_11 = $signed($signed(c2) >>> _GEN_0);	 
  always @(posedge clock) begin
    if (io_in_valid) begin
      if (io_in_control_propagate) begin
        c1 <= io_in_d;	 
        c2 <= _mac_unit_io_out_d;	 
      end
      else begin
        c1 <= _mac_unit_io_out_d;	 
        c2 <= io_in_d;	 
      end
      last_s <= io_in_control_propagate;	 
    end
  end  
  MacUnit mac_unit (	 
    .io_in_a  (io_in_a),
    .io_in_b  (io_in_b),
    .io_in_c  (io_in_control_propagate ? c2 : c1),	 
    .io_out_d (_mac_unit_io_out_d)
  );
  assign io_out_a = io_in_a;
  assign io_out_b = io_in_b;
  assign io_out_c = io_in_control_propagate ? _io_out_c_T + {31'h0, (|shift_offset) & _io_out_c_point_five_T_3[0] & ((|(shift_offset < 5'h2 ? 32'h0 : c1 & (32'h1 << _GEN) - 32'h1)) | _io_out_c_T[0])} : _io_out_c_T_11 + {31'h0, (|shift_offset) & _io_out_c_point_five_T_8[0] & ((|(shift_offset < 5'h2 ? 32'h0 : c2 & (32'h1 << _GEN_1) - 32'h1)) | _io_out_c_T_11[0])};	 
  assign io_out_control_dataflow = io_in_control_dataflow;
  assign io_out_control_propagate = io_in_control_propagate;
  assign io_out_control_shift = io_in_control_shift;
  assign io_out_id = io_in_id;
  assign io_out_last = io_in_last;
  assign io_out_valid = io_in_valid;
endmodule
### ./run.sh
#!/bin/bash
# OpenROAD 26Q1-2900-gdf79404cd8, Yosys 0.63+post, stock flow scripts
make -C /OpenROAD-flow-scripts/flow DESIGN_CONFIG=/design/flow/config.mk WORK_HOME=/design/flow/orfs finish
### ./config.mk
export PLATFORM = sky130hd
export DESIGN_NAME = PE_1024
export DESIGN_NICKNAME = PE_1024
export VERILOG_FILES = /design/flow/design.v
export SDC_FILE = /design/flow/constraint.sdc
export NUM_CORES = 4
export LEC_CHECK = 1
export CORE_UTILIZATION = 40
### ./constraint.sdc
current_design PE_1024

set clk_period 17.3
set clk_io_pct 0.2

create_clock -name clk0 -period $clk_period [get_ports {clock}]

set non_clock_inputs [all_inputs -no_clocks]
set_input_delay [expr $clk_period * $clk_io_pct] -clock clk0 $non_clock_inputs
set_output_delay [expr $clk_period * $clk_io_pct] -clock clk0 [all_outputs]
==> results.sh <==
# implementation run metrics
export IMPL_status="complete, no violations"
export IMPL_rsz0062_at_grt="false"
export IMPL_num_fill_cells=6086
export IMPL_wirelength_um=90000
export IMPL_fin_crit_sh=0.827
export IMPL_dp_hpwl_um=71600
export IMPL_ff_type="edfxtp_1"
export IMPL_grt_start_max_net_pins=67
export IMPL_worstHoldPathCells=3
export IMPL_fin_skew_ns=0.00866
export IMPL_area_growth_synth_to_final_pct=9.82
export IMPL_pin_count=217
export IMPL_vias=21800
export IMPL_ys_sh_aoi=0.102
export IMPL_diodes=0
export IMPL_place_congestion=0.999
export IMPL_worstMarginPinSlew_ns=0.921
export IMPL_dr_pass1_iters=5
export IMPL_grt_pass1_vias=22700
export IMPL_cp_arrival_ns=10.84
export IMPL_ys_cells=3021
export IMPL_postSynthSeqShare=0.0750
export IMPL_drv_slew=0
export IMPL_antenna_found_initial=0
export IMPL_port_buffer_count=206
export IMPL_cts_root_buffer="clkbuf_16"
export IMPL_xor_share=0.0441
export IMPL_synthTopLogicFamily="adder cells"
export IMPL_die_area_um2=66100
export IMPL_ys_warn_count=1
export IMPL_startpoint_type="primary input"
export IMPL_htreeDepth=3
export IMPL_reg2reg_depth=26
export IMPL_wire_per_inst_um=23.0
export IMPL_crit_path_top_delay_cell="ha_1"
export IMPL_track_usage=0.292
export IMPL_clk_latency_ns=0.36
export IMPL_ys_ff=65
export IMPL_max_cap_viol_count=0
export IMPL_viasPerCell=5.56
export IMPL_ys_sh_simple=0.191
export IMPL_chipHeight_um=257
export IMPL_row_count=93
export IMPL_required_ns=13.84
export IMPL_period_needed_ns=14.30
export IMPL_slew_limit_headroom=0.384
export IMPL_cts_resized=0
export IMPL_ctsHoldBuffers=0
export IMPL_ys_area_um2=26000
export IMPL_r2r_start="c2[19]"
export IMPL_crit_family="AND-OR/OR-AND gates"
export IMPL_setup_violations=0
export IMPL_drc_errors=0
export IMPL_setup_tns_ns=0
export IMPL_crit_path_start="io_in_control_shift[0]"
export IMPL_grt_pass1_wl_um=139000
export IMPL_synth_avg_cell_area_um2=8.61
export IMPL_crit_type="in -> out"
export IMPL_fmax_ghz=0.0699
export IMPL_clk_pin_slew_ns=0.05
export IMPL_netlist_area_um2=26000
export IMPL_path_cells="clkdlybuf4s50_1 -> buf_4 -> nand2_4 -> clkinv_4 -> ha_1 -> nor2_1 -> a211oi_1 -> a21oi_1 -> nand2_2 -> nor3_2 -> mux2_4 -> a32oi_1 -> nand4_1 -> a2111oi_0 -> nand4_1 -> a311o_1 -> ha_1 -> ha_1 -> nand4_1 -> nor3_2 -> and3_1 -> nand2_1 -> xnor2_1 -> clkdlybuf4s50_1"
export IMPL_adder_share=0.399
export IMPL_fp_dieW_um=257
export IMPL_path_depth=24
export IMPL_core_util_floorplan=0.404
export IMPL_report_final_hold_viol_count=0
export IMPL_critPathBufInv=4
export IMPL_synth_cell_type_count=96
export IMPL_cts_sinks=65
export IMPL_ant_nets=0
export IMPL_synth_async_reset_ratio=0
export IMPL_synthCells=3021
export IMPL_critPathMaxFanout=54
export IMPL_warnings=26
export IMPL_layout_drive_gt1_share=0.0562
export IMPL_cts_tree="yes"
export IMPL_drt_iter0_drc=1571
export IMPL_clockBufferDepth=2
export IMPL_edf_count=65
export IMPL_cts_setup_buffers=0
export IMPL_core_area_um2=64300
export IMPL_endpoint_kind="output port"
export IMPL_hp_class="reg -> reg"
export IMPL_cts_made_buffers=9
export IMPL_grt_ovfl_total=0
export IMPL_slowest_delay_ns=0.76
export IMPL_ys_sh_mux=0.0600
export IMPL_min_from="c1[0]"
## flip-flops by register name, summed over array words and instances (netlist names)
name	count
c1	32
c2	32
last_s	1
## per-stage QoR
| step | cells | worst slack, ns | instance area (µm²) | util | hold slack [ns] |
|---|---|---|---|---|---|
| floorplan | 3021 | 5.56 | 26000 | - | 0.862 |
| global placement | 3901 | 3.09 | 28300 | 0.439 | 0.993 |
| detailed placement | 3901 | 3.12 | 28300 | 0.439 | 0.992 |
| CTS | 3915 | 3.07 | 28600 | 0.444 | 1.02 |
| global route | 3915 | 2.53 | 28600 | 0.444 | 1.05 |
| finish | 3915 | 3.00 | 28600 | 0.444 | 1.02 |
## cell usage after synthesis, types with 68 or more instances
| master | number | area, µm² |
|---|---|---|
| fa_1 | 438 | 8770 |
| buf_4 | 81 | 608 |
| o21ai_0 | 85 | 425 |
| ha_1 | 129 | 1610 |
| nand2_1 | 425 | 1600 |
| inv_1 | 525 | 1970 |
| clkbuf_1 | 118 | 443 |
| nand3_1 | 68 | 340 |
| and2_1 | 260 | 1630 |
| xnor2_1 | 86 | 753 |
| mux2i_1 | 75 | 751 |
## worst reg2reg max path, cell delays in order, from the launching register on
cell and delay, ns:
edfxtp_1 0.57, mux2i_1 0.36, fa_1 0.47, fa_1 0.56
inv_1 0.06, fa_1 0.47, inv_1 0.06, fa_1 0.52
inv_1 0.05, fa_1 0.47, fa_1 0.50, fa_1 0.49
inv_1 0.05, fa_1 0.49, inv_1 0.05, ha_1 0.34
a21o_1 0.19, a21o_1 0.17, a21o_1 0.18, a21oi_1 0.19
o211ai_1 0.10, o21bai_1 0.38, o21ai_0 0.24, a21o_1 0.22
a21oi_1 0.16, xor2_1 0.31, mux2i_1 0.12
## final timing paths
check,endpoint,slack (ns)
worst min register to register,c1[0],1.02
worst max-delay path,io_out_c[26],3.00
worst max register to register,c2[30],9.26
worst min-delay path,c1[0],1.02
## cell families (layout without fill, tap and decap cells)
family | count (synthesis) | count (layout)
fa+ha+maj | 567 | 567
compound gates | 378 | 378
xor+xnor | 128 | 128
buf+inv | 773 | 812
mux | 125 | 125
simple gates | 985 | 985
flops | 65 | 65
## routing by layer
layer  GRT usage  vias to the layer above  part of all wire  routed length, µm
met2       0.458                      989              0.48              43100
met5           0                        -                 0                  0
li1            -                     9663                 -                  -
met1       0.416                    11000              0.40              36400
met4      0.0660                        0             0.028               2560
met3      0.0826                      130             0.089               7970
## placed cells by master, fill, tap and decap left out, types with 40 or more instances in the layout
cell type        count
inv_1              525
fa_1               438
nand2_1            425
and2_1             260
clkdlybuf4s50_1    204
ha_1               129
xnor2_1             86
o21ai_0             85
mux2i_1             75
nand3_1             68
nor2_1              66
a21oi_1             66
edfxtp_1            65
buf_4               65
xor2_1              40
## layout make-up
type	count	area [µm²]	area share
clock buffer	9	225	0.00788
clock inverter	5	72.6	0.00254
inverter	527	1980	0.0694
multi-input combinational	2183	20700	0.725
sequential	65	1950	0.0683
tap	855	1070	0.0374
timing repair buffer	271	2550	0.0891
